--- /design/flow/run.sh ---
#!/bin/bash
# OpenROAD 26Q1-2900-gdf79404cd8, Yosys 0.63+post, stock flow scripts
make -C /OpenROAD-flow-scripts/flow DESIGN_CONFIG=/design/flow/config.mk WORK_HOME=/design/flow/orfs finish
--- /design/flow/config.mk ---
export PLATFORM = sky130hd
export DESIGN_NAME = top
export DESIGN_NICKNAME = top
export VERILOG_FILES = /design/flow/design.v
export SDC_FILE = /design/flow/constraint.sdc
export NUM_CORES = 4
export LEC_CHECK = 1
export CORE_UTILIZATION = 40
export SYNTH_HDL_FRONTEND = slang
--- /design/flow/constraint.sdc ---
current_design top

set clk_period 14.1
set clk_io_pct 0.2

create_clock -name clk0 -period $clk_period [get_ports {clk}]

set non_clock_inputs [all_inputs -no_clocks]
set_input_delay [expr $clk_period * $clk_io_pct] -clock clk0 $non_clock_inputs
set_output_delay [expr $clk_period * $clk_io_pct] -clock clk0 [all_outputs]
--- /design/flow/design.v ---
module cpu (
    input clk,                              
    input rst,                              
    output reg write,                       
    output reg read,                        
    output reg [32-1:0]  address,  
    output reg [32-1:0] dout,     
    input      [32-1:0] din       
  );
  parameter InstNOP     = 6'd0;   
  parameter InstLW      = 6'd1;   
  parameter InstSW      = 6'd2;   
  parameter InstLLI     = 6'd3;   
  parameter InstLUI     = 6'd4;   
  parameter InstSLT     = 6'd5;   
  parameter InstSEQ     = 6'd6;   
  parameter InstBEQ     = 6'd7;   
  parameter InstBNE     = 6'd8;   
  parameter InstADD     = 6'd9;   
  parameter InstADDi    = 6'd10;  
  parameter InstSUB     = 6'd11;  
  parameter InstSUBi    = 6'd12;  
  parameter InstSLL     = 6'd13;  
  parameter InstSRL     = 6'd14;  
  parameter InstAND     = 6'd15;  
  parameter InstANDi    = 6'd16;  
  parameter InstOR      = 6'd17;  
  parameter InstORi     = 6'd18;  
  parameter InstINV     = 6'd19;  
  parameter InstXOR     = 6'd20;  
  parameter InstXORi    = 6'd21;  
  parameter InstJMP     = 6'd22;  
  reg  [32-1:0] rf_data [32-1:0];
  reg [32-1:0] PC;
  wire [32-1:0] ir_inst;
  instRom iR ( .address(PC), .inst(ir_inst) );   
  wire [5:0]  op;          
  wire [4:0]  rs;          
  wire [4:0]  rt;          
  wire [4:0]  rd;          
  wire [10:0] func;        
  wire [15:0] immediate;   
  assign op        = ir_inst[31:26];
  assign rd        = ir_inst[25:21];
  assign rs        = ir_inst[20:16];
  assign rt        = ir_inst[15:11];
  assign func      = ir_inst[10:0];
  assign immediate = ir_inst[15:0];
  integer i;
  reg stage = 'b0;
  reg [4:0] writereg;
  always @ (posedge clk) begin
    if (rst) begin  
      PC <= 0;
      for (i=0; i<32; i=i+1) begin
        rf_data[i] <= 32'd0;
      end
    end else if (stage == 'b0) begin
      write   <= 0;                
      read    <= 0;                
      address <= 32'hxx;           
      dout    <= 32'hxx;           
      PC <= PC + 1;                
      case (op)
        InstLW : begin                                                                             
          read <= 1;                                      
          address <= rf_data[rs] + rt;                    
          writereg <= rd;                                                      
          stage <= 'd1;                                                        
        end
        InstSW : begin                                                                             
          write <= 1;                                     
          address <= rf_data[rs] + rt;                    
          dout <= rf_data[rd];                            
          stage <= 'd0;                                   
        end
        InstLLI:
          rf_data[rd][15:0]  <= immediate;                
        InstLUI:
          rf_data[rd][31:16] <= immediate;                
        InstSLT:
          rf_data[rd] <= rf_data[rs] < rf_data[rt];       
        InstSEQ:
          rf_data[rd] <= rf_data[rs] == rf_data[rt];      
        InstBEQ:
          if (rf_data[rd] == immediate)                   
            PC <= PC + 2;                                 
        InstBNE:
          if (rf_data[rd] != immediate)                   
            PC <= PC + 2;                                 
        InstADD:
          rf_data[rd] <= rf_data[rs] + rf_data[rt];       
        InstADDi:
          rf_data[rd] <= rf_data[rs] + immediate;         
        InstSUB:
          rf_data[rd] <= rf_data[rs] - rf_data[rt];       
        InstSUBi:
          rf_data[rd] <= rf_data[rs] - immediate;         
        InstSLL:
          rf_data[rd] <= rf_data[rs] << rf_data[rt];      
        InstSRL:
          rf_data[rd] <= rf_data[rs] >> rf_data[rt];      
        InstAND:
          rf_data[rd] <= rf_data[rs] & rf_data[rt];       
        InstANDi:
          rf_data[rd] <= rf_data[rs] & immediate;         
        InstOR:
          rf_data[rd] <= rf_data[rs] | rf_data[rt];       
        InstORi:
          rf_data[rd] <= rf_data[rs] | immediate;         
        InstINV:
          rf_data[rd] <= ~rf_data[rs];                    
        InstXOR:
          rf_data[rd] <= rf_data[rs] ^ rf_data[rt];       
        InstXORi:
          rf_data[rd] <= rf_data[rs] ^ immediate;         
        InstJMP:
          PC <= rf_data[rd];                              
      endcase
    end else if (stage == 'b1) begin
      rf_data[writereg] <= din;
      read    <= 'd0;                      
      address <= 'hxxxxxxxx;               
      stage   <= 'd0;
    end
  end
endmodule
module instRom (
    input  [32-1:0]  address,
    output reg [32-1:0] inst
  );
  parameter InstNOP     = 6'd0;   
  parameter InstLW      = 6'd1;   
  parameter InstSW      = 6'd2;   
  parameter InstLLI     = 6'd3;   
  parameter InstLUI     = 6'd4;   
  parameter InstSLT     = 6'd5;   
  parameter InstSEQ     = 6'd6;   
  parameter InstBEQ     = 6'd7;   
  parameter InstBNE     = 6'd8;   
  parameter InstADD     = 6'd9;   
  parameter InstADDi    = 6'd10;  
  parameter InstSUB     = 6'd11;  
  parameter InstSUBi    = 6'd12;  
  parameter InstSLL     = 6'd13;  
  parameter InstSRL     = 6'd14;  
  parameter InstAND     = 6'd15;  
  parameter InstANDi    = 6'd16;  
  parameter InstOR      = 6'd17;  
  parameter InstORi     = 6'd18;  
  parameter InstINV     = 6'd19;  
  parameter InstXOR     = 6'd20;  
  parameter InstXORi    = 6'd21;  
  parameter InstJMP     = 6'd22;  
  always @ (address) begin
    inst = {InstNOP, 26'b0};
    case (address)
      0:  inst = {InstLLI,   5'd2, 5'd0, 16'b001};        
      1:  inst = {InstLLI,   5'd1, 5'd0, 16'd0};          
      2:  inst = {InstLUI,   5'd1, 5'd0, 16'd32768};      
      3:  inst = {InstLLI,   5'd3, 5'd0, 16'b001};        
      4:  inst = {InstLLI,   5'd4, 5'd0, 16'd0};          
      5:  inst = {InstINV,   5'd4, 5'd4, 5'd0, 11'd0};    
      6:  inst = {InstADD,   5'd2, 5'd2, 5'd3, 11'd0};    
      7:  inst = {InstLLI,   5'd5, 5'd0, 16'd4};          
      8:  inst = {InstBNE,   5'd4, 5'd0, 16'd0};          
      9:  inst = {InstJMP,   5'd5, 5'd0, 16'd0};          
      10: inst = {InstSW,    5'd2, 5'd1, 16'd0};          
    endcase
  end
endmodule
module top (
    input clk,
    input buttonA,
    input buttonB,
    output reg led_R = 1, led_G = 1, led_B = 1
  );
  wire cpu_write, cpu_read;
  wire [31:0] cpu_addr;
  wire [31:0] cpu_dout;
  reg  [31:0] cpu_din;
  cpu cpu_instance (
    .clk(clk),                 
    .rst(buttonA),             
    .write(cpu_write),         
    .read(cpu_read),           
    .address(cpu_addr),        
    .dout(cpu_dout),           
    .din(cpu_din)              
  );
  always @ (negedge clk) begin
    cpu_din = 32'hxxxxxxxx;
    if (cpu_write) begin
      if (cpu_addr == 'd2147483648) begin
        {led_R, led_G, led_B} = ~cpu_dout[2:0];
      end
    end else if (cpu_read) begin
      if (cpu_addr == 'd2147483648) begin
        cpu_din = {29'hxxxxxxxx, ~led_R, ~led_G, ~led_B};
      end
    end
  end
endmodule
==> impl_metrics.tcl <==
# place-and-route summary
set metrics [dict create \
    status "complete, no violations" \
    ant_nets 0 \
    p_leak_nw 9.72 \
    p_per_area_nw_per_um2 128 \
    drt_iter0_drc 1931 \
    largest_area_cell "edfxtp_1" \
    r2r-end "led_B" \
    fin_ws_ns 2.81 \
    maxCapViolCount 0 \
    cp.arrival_ns 8.47 \
    critPathCaptureType "output pin" \
    rr_worst_depth 4 \
    path_max_fanout 2 \
    path_depth 1 \
    routabilityCongestion 1.07 \
    ys_seq_share_pct 42.0 \
    area_leaders "edfxtp_1, nor2_1, ha_1" \
    critPathRequiredTime_ns 11.28 \
    synth_dominant_cell_count "nor2_1" \
    die_x_um 242 \
    clock-root-buffer "clkbuf_16" \
    wl_per_cell_um 29.3 \
    synthDominantCellAreaShare_pct 39.0 \
    regToRegSetupSlack_ns 5.05 \
    worstHoldStart "led_G" \
    die_h_um 242 \
    routed_wirelength_um 100000 \
    post_cts_resized 0 \
    num_rows 87 \
    ys_warn_count 0 \
    postPlaceCellArea_sq_um 24700 \
    crit_path_max_incr_delay_ns 0.47 \
    ir_worst_vdd_mv 0.0952 \
    n_fill_cell 5273 \
    finalSetupViolCount 0 \
    final_layout_size_suffix_gt1_share_pct 10.8 \
    slew_violations 0 \
    grt_pass1_wl_um 144000 \
    clk_latency_ns 0.61 \
    async_flop_share_pct 0 \
    dp_hpwl_um 72200 \
    netlist_instances 2527 \
    cts_buffers 40 \
    vias 21241 \
    cts_htree_levels 2 \
    track_usage_pct 35.8 \
    drc_errors 0 \
    synth-seq-cells 334 \
    grt_overflow 0 \
    netlist_area_sq_um 23000 \
    warning_count 79 \
    antenna_found_initial 3 \
    fin_worst_skew_ns 0.0533 \
    grt_max_degree 46 \
    path_class "reg2out" \
    yosysChipArea_sq_um 23000 \
    detail_route.vias_per_cell 6.19 \
    ys_types 101 \
    cts_tree "done" \
    fin_setup_tns_ns 0 \
    rsz0062_at_grt "no" \
    clk_pin_slew_ns 0.04 \
    timing.hold.ws_ns 0.421 \
    io_buffers 4 \
    cts_setup_buffers 0 \
    common_cells "nor2_1, edfxtp_1, nand2_1" \
    dr.pass1.iters 6 \
    stdcell_area_sq_um 26100 \
    core_util_floorplan_pct 40.7 \
    ios 6 \
    area_growth_pct 13.5 \
    synth.avg_cell_area_sq_um 9.12 \
    holdBufCountCts 0 \
    chipArea_sq_um 58600 \
    endpoint "led_B" \
    utilization_pct 46.2 \
    min_path_type "reg2reg" \
    hold_viol_final 0 \
    synth_top_flop_cell "edfxtp_1" \
    reg2reg_from "cpu_instance.address[29]" \
    relSlewSlack_pct 25.0 \
    slowest_stage "clkdlybuf4s50_1" \
    worst-path-buf-inv 1 \
    cp_top_family "buffers and inverters" \
    worstMarginPinSlew_ns 1.13 \
    crit_path_cell_trace "clkdlybuf4s50_1" \
    critPathLaunch "led_B" \
    place_ws_ns 3.44 \
    core_area_sq_um 56600 \
    edf_count 299 \
    first_global_vias 20482 \
    startpoint_type "register" \
    cts_buffer_depth 3 \
    numClockSinks 334 \
    ys_cells 2527 \
]
==> registers in the layout (all words and copies together), names as in the netlist, 3 cells and up <==
register               count
cpu_din                    3
cpu_instance.PC           32
cpu_instance.address      32
cpu_instance.dout          3
cpu_instance.rf_data     256
cpu_instance.writereg      3
==> worst reg2reg max path: stages, from the launching register on <==
cell and delay, ns:
edfxtp_1 0.36, nor4b_1 0.68, nand4_1 0.20, nor3_1 0.27
buf_4 0.24
==> metrics by stage <==
step,total power [mW],std cells
after floorplan,1.82,2616
after global placement,2.20,3346
after detailed placement,2.21,3346
after CTS,3.31,3425
after global routing,3.44,3429
final,3.34,3429
==> cells by family (layout without fill, tap and decap cells) <==
group	count (synthesis)	after routing	share of synthesized area, %
and+or+nand+nor	951	951	19.8
DFF	334	334	42.0
AOI/OAI and AO/OA	662	662	19.7
muxes	111	111	5.22
buffers and inverters	289	342	4.93
other	1	94	0.0163
xor gates and xnor gates	93	93	3.54
adders and majority gates	86	86	4.77
==> area by class of cell <==
| type | instances | area (sq um) | area share (%) |
|---|---|---|---|
| Multi-Input combinational cell | 1993 | 12600 | 48.3 |
| Sequential cell | 334 | 9680 | 37.0 |
| Clock buffer | 47 | 1090 | 4.17 |
| Timing Repair Buffer | 125 | 948 | 3.63 |
| Tap cell | 756 | 946 | 3.62 |
| Inverter | 137 | 514 | 1.97 |
| Clock inverter | 33 | 325 | 1.24 |
| Antenna cell | 4 | 10.0 | 0.0383 |
==> placed cells by master (no fill, tap or decap), types with 24 or more instances in the layout <==
| cell | n |
|---|---|
| o22ai_1 | 28 |
| inv_1 | 134 |
| nand2_1 | 226 |
| nor3_1 | 67 |
| o211ai_1 | 34 |
| o21ai_0 | 117 |
| mux2i_1 | 91 |
| clkbuf_16 | 43 |
| buf_4 | 121 |
| and3_1 | 41 |
| nand3_1 | 83 |
| edfxtp_1 | 299 |
| conb_1 | 90 |
| dfxtp_1 | 35 |
| a21oi_1 | 143 |
| nand4_1 | 24 |
| nor4_1 | 28 |
| nor2_1 | 310 |
| a211oi_1 | 34 |
| nor2b_1 | 29 |
| xnor2_1 | 80 |
| or2_2 | 34 |
| ha_1 | 83 |
==> how the worst min path moves through the flow <==
stage / end / slack [ns] / depth (start not counted)
final: cpu_din[1] / 0.42 / 1
after global routing: cpu_din[1] / 0.43 / 1
after CTS: cpu_din[1] / 0.43 / 1
==> metal layers <==
metal,wire length [um],share of wire (%),up-vias,global-route usage [%]
li1,-,-,9522,-
met1,38200,38,10082,47.2
met2,41100,41,1362,48.9
met3,16000,16,269,21.5
met4,4940,4.9,6,13.3
met5,202,0.20,-,4.82
==> power breakdown <==
| group | switching (mW) | leakage, nW | internal (mW) | total (mW) |
|---|---|---|---|---|
| combinational | 0.709 | 5.69 | 0.327 | 1.04 |
| sequential | 0.0408 | 3.31 | 1.15 | 1.19 |
| clock | 0.449 | 0.714 | 0.661 | 1.11 |
Power is estimated from default activity; no workload was simulated.
